**design/flow/design.v**
```verilog
module MBR(
    input[7:0] MBR_in,
	output[7:0] MBR_out,
	input MBR_rw, MBR_clk);
	reg[7:0] MBR_out = 8'h02;
	wire[7:0] MBR_next;
	always @(posedge MBR_clk)
	begin
		MBR_out <= MBR_next;
	end
	assign MBR_next = MBR_rw ? MBR_in : MBR_out;
endmodule
module IR(
    input[7:0] IR_in,
	output[7:0] IR_out,
	input IR_rw,IR_clk);
	reg[7:0] IR_out = 8'b00000000;
	always @(posedge IR_clk)
	begin
    	IR_out <= IR_rw ? IR_in : IR_out;
	end
endmodule
module ALU(
  input wire[7:0] In1, 
  input wire[7:0] In2, 
  input wire[2:0] Mode,
  output reg[7:0] Out,
  output reg Flag_Zero,
  output reg Flag_Carry
);
  initial
    begin
      Flag_Zero = 1'b0;
      Flag_Carry= 1'b0;
    end
	always @(In1 or In2 or Mode)
		begin
			case(Mode)
				3'b000 : {Flag_Carry, Out} = In1 + In2;		 
				3'b001 : {Flag_Carry, Out} = In2 - In1;		 
				3'b010 :  
						begin
							Flag_Zero = (In1==In2)?1'b1:1'b0;
							Flag_Carry = (In1>In2)?1'b1:1'b0;
							Out = In2;
						end
				3'b011 : Out = In1 & In2;	 
				3'b100 : Out = In1 | In2;	 
				3'b101 : Out = In1 ^ In2;	 
			endcase
			if(Mode!=3'b010 && Mode!=3'b111)
				begin
					Flag_Zero = (Out == 8'b00000000)?1'b1:1'b0;	 
				end
    end
endmodule
module MAR(
    input[7:0] MAR_in,
	output reg [7:0] MAR_out,
	input MAR_rw,
	input MAR_clk
);
	wire[7:0] MAR_next;
	always @(posedge MAR_clk)
	begin
		MAR_out <= MAR_next;
    end
	assign MAR_next = MAR_rw ? MAR_in : MAR_out;
endmodule
module PC(
	input PC_clk,
	input PC_inc,
    output[7:0] PC_out
);
	wire[7:0] PC_next;
	reg[7:0] PC_out = 8'b00000000;
	always @(posedge PC_clk)
	begin
		PC_out <= PC_next;
	end
	assign PC_next = PC_inc ? PC_out + 1 : PC_out;
endmodule
module CU(
  input wire[7:0] CU_in,
  input wire CU_clk,
  output reg[2:0] Mode,
  output reg[1:0] Select,
  output[7:0] State,
  output reg MBR_rw,IR_rw,PC_inc,Reg_rw,Buff_rw,MAR_rw,RAM_rw,ALU_in_select,Reg_in_select, ALU_out_select, MAR_select, MBR_select, Data_imm,Buff_imm
);
  parameter s0=0, s1=1, s2=2, s3=3, s4=4, s5=5, s6=6, s7=7, s8=8, s9=9, s10=10, s11=11, s12=12, s13=13, s14=14, s15=15, s16=16;
  reg[7:0] Next_State;
  reg[7:0] State = s0;
  always @(posedge CU_clk)
  begin
    State <= Next_State;
  end
  always @(State)
  begin
    case(State)
		s0:
			begin
				MBR_rw=0;
				IR_rw=0;
				PC_inc=0;
				Reg_rw=0;
				Buff_rw=0;
				MAR_rw=1;
				RAM_rw=0;
				ALU_in_select=0;
				Reg_in_select=0;
				ALU_out_select=0;
				MAR_select=0;
				MBR_select=0;
				Data_imm = 0;
				Buff_imm=0;
				Mode=3'b111;
				Next_State=s1;
			end
		s1:
			begin
				MBR_rw=1;
				PC_inc=1;
				MAR_rw=0;
				Next_State = s2;
			end
		s2:
			begin
				MBR_rw = 0;
				IR_rw = 1;
				PC_inc = 0;
				Next_State = s3;
			end
		s3:  
			begin
				IR_rw = 0;
				case(CU_in[7:4])
					4'b0000:  
						begin
							Next_State = s4;
						end
					4'b0001:  
						begin
							Next_State = s4;
						end
					4'b0011:  
						begin
							Next_State = (CU_in[1:0]==2'b00 && CU_in[3:2]==2'b00)?s9:s5;
						end
					4'b0010:  
						begin
							Next_State = s6;
						end
					4'b0100:  
						begin
							Next_State = s7;
						end
					4'b1100:  
						begin
							Next_State = s8;
						end
					4'b0101:  
						begin
							Next_State = s7;
						end
					4'b1101:  
						begin
							Next_State = s8;
						end
					4'b0111:  
						begin
							Next_State = s7;
						end
					4'b1111:  
						begin
							Next_State = s8;
						end
					4'b0110:  
						begin
							Next_State = s7;
						end
					4'b1110:  
						begin
							Next_State = s8;
						end
					4'b1000:  
						begin
							Next_State = s7;
						end
					4'b1001:  
						begin
							Next_State = s8;
						end
					4'b1010:  
						begin
							Next_State = s7;
						end
					4'b1011:  
						begin
							Next_State = s8;
						end
					default:  
						begin
							Next_State = s0;
						end
				endcase
			end
		s4:
			begin
				MAR_rw = 1;
				MAR_select = 1;
				Next_State = (CU_in[7:4]==4'b0000)?s13:s15;
			end
		s5:  
			begin
				Buff_rw = 1;
				ALU_out_select = 1;
				Select = CU_in[1:0];
				Next_State = s10;
			end
		s6:  
			begin
				Data_imm = 1;
				Reg_rw = 1;
				Select = CU_in[3:2];
				Next_State = s0;
			end
		s7:  
			begin
				Buff_rw = 1;
				ALU_out_select = 1;
				Select = CU_in[1:0];
				Next_State = s11;
			end
		s8:  
			begin
				Buff_imm = 1;
				Buff_rw = 1;
				Next_State = s11;
			end
		s9: 
				Next_State=s9;
		s10:  
			begin
				Reg_rw = 1;
				Buff_rw = 0;
				Reg_in_select= 1;
				ALU_out_select = 0;
				Select = CU_in[3:2];
				Next_State = s0;
			end
		s11:  
			begin
				Buff_imm=0;
				Buff_rw = 1;
				ALU_in_select = 1;
				ALU_out_select = 0;
				Select = CU_in[3:2];
				case(CU_in[7:4])
					4'b0100:  
						Mode = 3'b000;
					4'b1100:  
						Mode = 3'b000;
					4'b0101:  
						Mode = 3'b001;	
					4'b1101:  
						Mode = 3'b001;
					4'b0111:  
						Mode = 3'b010;
					4'b1111:  
						Mode = 3'b010;
					4'b0110:  
						Mode = 3'b011;
					4'b1110:  
						Mode = 3'b011;
					4'b1000:  
						Mode = 3'b100;
					4'b1001:  
						Mode = 3'b100;
					4'b1010:  
						Mode = 3'b101;
					4'b1011:  
						Mode = 3'b101;
				endcase
				Next_State = s12;
			end
		s12:  
			begin
				Buff_rw = 0;
				ALU_in_select = 0;
				Reg_rw = 1;
				Reg_in_select = 1;
				Select = CU_in[3:2];
				Mode = 3'b111;
				Next_State = s0;
			end
		s13:  
			begin
				MAR_select = 0;
				MAR_rw = 0;
				MBR_rw = 1;
				Next_State = s14;
			end
		s14:  
			begin
				Reg_rw = 1;
				MBR_rw = 0;
				Select = 2'b00;
				Next_State = s0;
			end
		s15:  
			begin
				MAR_select = 0;
				MAR_rw = 0;
				Select=2'b00;
				MBR_select=1;
				MBR_rw=1;
				Next_State=s16;
			end
		s16:  
		begin
			MBR_select=0;
			MBR_rw=0;
			RAM_rw=1;
			Next_State=s0;
		end
    endcase
  end
endmodule
module Register(
  input wire[1:0] Select,
  input Reg_clk,
  input Reg_rw,
  input Buff_rw,
  input wire[7:0] Data_in,
  input wire[7:0] Buff_in,
  output reg[7:0] Data_out,
  output reg[7:0] Buff_out,
  output[7:0] A_out,B_out,C_out,D_out
);
  reg[7:0] A, B, C, D, Buff;
  initial 
		begin
			A <= 8'h00;
			B <= 8'h00;
			C <= 8'h00;
			D <= 8'h00;
			Buff <= 8'h00;
		end
  always@(posedge Reg_clk)
    begin
      case(Select)
        2'b00: A <= (Reg_rw ? Data_in: A); 
        2'b01: B <= (Reg_rw ? Data_in: B);
     	  2'b10: C <= (Reg_rw ? Data_in: C);
        2'b11: D <= (Reg_rw ? Data_in: D);
      endcase
      Buff <= Buff_rw ? Buff_in : Buff;
    end
    always @(Select or Buff or A or B or C or D)
		begin
			case(Select)  
				2'b00: Data_out <= A;
				2'b01: Data_out <= B;
				2'b10: Data_out <= C;
				2'b11: Data_out <= D;
			endcase
			Buff_out <= Buff;
		end
		assign A_out=A;
		assign B_out=B;
		assign C_out=C;
		assign D_out=D;
endmodule
module microprocessor(
    input wire[7:0] ram_out,
	input wire clk,
	output[7:0] ram_data,
	output[7:0] ram_addr,	 
	output ram_rw,
	output[7:0] test_state,
	output[7:0] test_A,test_B,test_C,test_D,test_Buff,
	output[7:0] pc_out,ir_out,
	output zero, carry
);
    wire mbr_rw,ir_rw,pc_inc,reg_rw,buff_rw,mar_rw,alu_in_select,reg_in_select,alu_out_select,mar_select,mbr_select, data_imm, buff_imm; 
	wire[2:0] mode;
	wire[1:0] select;
	wire[1:0] ram_in;
	wire[7:0] ir_out;  
	wire[7:0] pc_out;  
	wire[7:0] data_in,buff_in,data_out,buff_out;  
	wire[7:0] y,z;  
	wire[7:0] mar_in,mar_out;  
	wire[7:0] mbr_in,mbr_out;  
	wire zero, carry;  
	MBR mbr(.MBR_in(mbr_in), .MBR_out(mbr_out), .MBR_rw(mbr_rw), .MBR_clk(clk));
	IR ir(.IR_in(mbr_out), .IR_out(ir_out), .IR_rw(ir_rw), .IR_clk(clk));
	PC pc(.PC_out(pc_out), .PC_clk(clk), .PC_inc(pc_inc));
	Register register(.Select(select), .Reg_clk(clk), .Reg_rw(reg_rw), .Buff_rw(buff_rw), .Data_in(data_in), .Buff_in(buff_in), .Data_out(data_out), .Buff_out(buff_out), .A_out(test_A),.B_out(test_B),.C_out(test_C),.D_out(test_D));
	ALU alu(.In1(buff_out),.In2(y),.Mode(mode),.Out(z),.Flag_Zero(zero), .Flag_Carry(carry));
	MAR mar(.MAR_in(mar_in),.MAR_out(mar_out),.MAR_rw(mar_rw),.MAR_clk(clk));
	CU cu(.CU_in(ir_out), .CU_clk(clk), .Mode(mode), .Select(select), .State(test_state), .MBR_rw(mbr_rw),.IR_rw(ir_rw),.PC_inc(pc_inc),.Reg_rw(reg_rw),.Buff_rw(buff_rw), .MAR_rw(mar_rw),.RAM_rw(ram_rw), .ALU_in_select(alu_in_select),.Reg_in_select(reg_in_select),.ALU_out_select(alu_out_select),.MAR_select(mar_select),.MBR_select
	(mbr_select), .Data_imm(data_imm), .Buff_imm(buff_imm));
    assign data_in = data_imm?(ir_out[1]?{6'b111111,ir_out[1:0]}:{6'b000000,ir_out[1:0]}):(reg_in_select ? buff_out : mbr_out);
	assign buff_in = buff_imm?(ir_out[1]?{6'b111111,ir_out[1:0]}:{6'b000000,ir_out[1:0]}):(alu_out_select ? data_out : z);
    assign mar_in = mar_select?(ir_out[3]?{4'b1111,ir_out[3:0]}:{4'b0000,ir_out[3:0]}):pc_out;
    assign y = alu_in_select ? data_out : mbr_out;
	assign mbr_in = mbr_select ? data_out : ram_out;
	assign ram_addr = mar_out;
	assign ram_data = mbr_out;
	assign test_Buff=buff_out;
endmodule
```
**design/flow/run.sh**
```bash
#!/bin/bash
# OpenROAD 26Q1-2900-gdf79404cd8, Yosys 0.63+post, stock flow scripts
make -C /OpenROAD-flow-scripts/flow DESIGN_CONFIG=/design/flow/config.mk WORK_HOME=/design/flow/orfs finish
```
**design/flow/config.mk**
```make
export PLATFORM = sky130hd
export DESIGN_NAME = microprocessor
export DESIGN_NICKNAME = microprocessor
export VERILOG_FILES = /design/flow/design.v
export SDC_FILE = /design/flow/constraint.sdc
export NUM_CORES = 4
export LEC_CHECK = 1
export CORE_UTILIZATION = 50
```
**design/flow/constraint.sdc**
```tcl
current_design microprocessor

set clk_period 2.1
set clk_io_pct 0.2

create_clock -name clk0 -period $clk_period [get_ports {clk}]

set non_clock_inputs [all_inputs -no_clocks]
set_input_delay [expr $clk_period * $clk_io_pct] -clock clk0 $non_clock_inputs
set_output_delay [expr $clk_period * $clk_io_pct] -clock clk0 [all_outputs]
```
==> impl_metrics.tcl <==
# implementation run metrics
set metrics [dict create \
    cts-resized-gates 0 \
    grt_pass1_wl_um 23300 \
    vias_per_cell 5.87 \
    xor_share 0.0198 \
    drt-initial-drc-count 329 \
    power_switching_uw 670 \
    tightest_slew_ps 851 \
    leakagePower_nw 2.70 \
    syn_area_um2 5760 \
    period_used_share 0.883 \
    die_area_um2 11900 \
    startpoint_type "flop" \
    overflow 0 \
    grt_max_degree 27 \
    cts_tree "built" \
    h-tree-depth 3 \
    drive_above_1_share 0.0860 \
    power_frac_seq 0.487 \
    compound_area_frac 0.153 \
    drc 0 \
    yosysCellCount 575 \
    warnings 44 \
    status "complete, no violations" \
    adder_share 0.0643 \
    ant_nets 0 \
    area_growth_pct 22.3 \
    untimed_endpoints 114 \
    syn_avg_cell_area_um2 10.0 \
    die-width_um 109 \
    fmax_mhz 539 \
    syn_inst 575 \
    p_clk_frac 0.496 \
    cp_top_family "flip-flops" \
    clock_skew_ps 2.77 \
    unclocked_pins 34 \
    final_layout_top_logic_cells "88 x clkdlybuf4s50_1, 72 x edfxtp_1, 48 x nor2_1" \
    ys_types 62 \
    slew_headroom 0.432 \
    portBuffers 88 \
    setup.worst_path.end_class "output pin" \
    ff_type "edfxtp_1" \
    p_int_mw 2.75 \
    cts.clk_slew.worst_paths_ps 60 \
    wl_um 14700 \
    synthArstFlopShare 0 \
    crit_buf_inv 1 \
    power_density_nw_per_um2 485 \
    postCtsSetupBuffers 0 \
    antenna-diode-count 0 \
    io_pins 92 \
    mux_share 0.0739 \
    fin_area_um2 7040 \
    power_mw 3.42 \
    edf_count 72 \
    synth_warnings 7 \
    placeableCoreArea_um2 11000 \
    rsz0062_at_grt "false" \
    crit_slowest_cell "edfxtp_1" \
    critical_path_required_ps 1680 \
    finalHoldViolations 0 \
    setup_tns_ps 0 \
    num_vias 4642 \
    critPathMaxFanout 11 \
    final_cell_count_no_fill 791 \
    grt_pass1_vias 4377 \
    wl_per_cell_um 18.6 \
    p_comb_frac 0.017 \
    initCoreUtil 0.522 \
    whs_ps 540 \
    mostFrequentLayoutCell "clkdlybuf4s50_1" \
    fin_crit_ps 1850 \
    row_count 38 \
    swShare 0.196 \
    placed_area_um2 6720 \
    grt_antenna_before_repair 0 \
    first_pass_iters 7 \
    simple_gate_area_frac 0.158 \
    ys_chip_area_um2 5760 \
    setup_viol 0 \
    track_usage 0.276 \
    clk_latency_ps 330 \
    topCombFamilyByArea "simple AND/OR/NAND/NOR gates" \
    num-fill-cells 882 \
    cts_buffer_depth 2 \
    crit_type "flop to output pin" \
    cap_violations 0 \
    worstPathCellList "clkdlybuf4s50_1" \
    slew_violations 0 \
    gp_congestion 0.954 \
    holdBufCountCts 0 \
    cts_root_buffer "clkbuf_16" \
    hold_path_class "flop to flop" \
    arrival_ps 1430 \
    hpwl_um 10800 \
    max_stage_delay_ps 570 \
    dp.cells 775 \
    synth_flops 111 \
    ir_worst_vdd_v 0.000522 \
    numCtsBuffers 9 \
    dieHeight_um 109 \
]
## per-layer routing
metal  up-vias  track usage  wire, um
met3        15       0.0931      1400
li1       2209            -         -
met4         0       0.0257       168
met5         -            0         0
met1      2224        0.459      6680
met2       194        0.395      6500
## layout make-up
cell class,count,area (um^2),area share
Clock inverter,6,93.8,0.0133
Inverter,34,128,0.0181
Clock buffer,10,229,0.0325
Timing Repair Buffer,95,933,0.133
Sequential cell,111,2770,0.394
Multi-Input combinational cell,395,2710,0.385
Tap cell,140,175,0.0249
## kinds of logic after synthesis
group           after synthesis
xor+xnor                     13
buf+inv                      71
mux                          31
flops                        77
other cells                   1
simple gates                182
latches                      34
compound gates              137
fa+ha+maj                    29
## worst paths after layout
| path | from | endpoint | cells past startpoint | slack (ps) |
|---|---|---|---|---|
| setup / recovery | ir.IR_out[6] | ir_out[6] | 1 | 250 |
| hold / removal | mbr.MBR_out[0] | ir.IR_out[0] | 0 | 540 |
| setup reg to reg | register.B[3] | register.Buff[3] | 3 | 600 |
| hold reg to reg | mbr.MBR_out[0] | ir.IR_out[0] | 0 | 540 |
## cell usage after synthesis (7+ instances only)
cell / count / area share
a211oi_1: 18 / 0.023
a21oi_1: 42 / 0.037
and3_1: 9 / 0.0098
clkbuf_1: 27 / 0.018
dlxtn_1: 34 / 0.089
edfxtp_1: 72 / 0.38
ha_1: 28 / 0.061
inv_1: 29 / 0.019
mux2_2: 14 / 0.027
mux2i_1: 7 / 0.012
mux4_2: 7 / 0.027
nand2_1: 37 / 0.024
nand2b_1: 10 / 0.011
nand3_1: 8 / 0.0070
nor2_1: 48 / 0.031
nor2b_1: 25 / 0.027
nor3_1: 17 / 0.015
o21ai_0: 20 / 0.017
o21ai_1: 14 / 0.012
xnor2_1: 9 / 0.014
## power by group through the flow
stage / Clock, mW / Combinational [mW] / Sequential, mW
CTS: 1.72 / 0.0580 / 1.66
global route: 1.78 / 0.0642 / 1.66
finish: 1.69 / 0.0584 / 1.66
## sequential cells by signal, summed over array words and instances, names as in the netlist, 2 cells and up
| signal | flops |
|---|---|
| pc.PC_out | 8 |
| mar.MAR_out | 8 |
| cu.Mode | 3 |
| cu.Select | 2 |
| mbr.MBR_out | 8 |
| cu.State | 5 |
| register.A | 8 |
| cu.Next_State | 5 |
| ir.IR_out | 8 |
| register.B | 8 |
| register.Buff | 8 |
| alu.Out | 8 |
| register.C | 8 |
| register.D | 8 |
## per-stage QoR
| step | utilization | setup slack, ps |
|---|---|---|
| after floorplan | - | 735 |
| after global placement | 0.609 | 600 |
| after detailed placement | 0.609 | 595 |
| after CTS | 0.638 | 237 |
| after global routing | 0.638 | 195 |
| final | 0.638 | 245 |
Power figures rest on the tool's default switching activity, not on a simulated workload.
